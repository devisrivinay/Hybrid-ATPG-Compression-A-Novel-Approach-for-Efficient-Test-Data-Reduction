## /design/flow/run.sh

```bash
#!/bin/bash
# OpenROAD 26Q1-2900-gdf79404cd8, Yosys 0.63+post, stock flow scripts
make -C /OpenROAD-flow-scripts/flow DESIGN_CONFIG=/design/flow/config.mk WORK_HOME=/design/flow/orfs finish
```

## /design/flow/config.mk

```make
export PLATFORM = sky130hd
export DESIGN_NAME = hybrid_atpg_compression
export DESIGN_NICKNAME = hybrid_atpg_compression
export VERILOG_FILES = /design/flow/design.v
export SDC_FILE = /design/flow/constraint.sdc
export NUM_CORES = 4
export LEC_CHECK = 1
export CORE_AREA = 10 10 79 79
export DIE_AREA = 0 0 89 89
```

## /design/flow/constraint.sdc

```tcl
current_design hybrid_atpg_compression

set clk_period 2.7
set clk_io_pct 0.2

create_clock -name clk0 -period $clk_period [get_ports {clk}]

set non_clock_inputs [all_inputs -no_clocks]
set_input_delay [expr $clk_period * $clk_io_pct] -clock clk0 $non_clock_inputs
set_output_delay [expr $clk_period * $clk_io_pct] -clock clk0 [all_outputs]
```

## /design/flow/design.v

```verilog
`timescale 1ns / 1ps
module dictionary_encoding(
input [8:0] pattern,   
    output reg [3:0] code  
    );
    always @(*) begin
        case(pattern)
            9'b110001010: code = 4'b0001;  
            9'b110001011: code = 4'b0010;  
            9'b000110111: code = 4'b0011;  
            default: code = 4'b1111;  
        endcase
    end
endmodule
`timescale 1ns / 1ps
module hybrid_atpg_compression(
input clk,
    input reset,
    input [8:0] atpg_pattern,  
    output [3:0] compressed_pattern,
    output [3:0] run_length
    );
    wire [8:0] optimized_pattern;
    wire [3:0] encoded_pattern;
    x_filling_optimization x_fill (
        .pattern(atpg_pattern),
        .optimized_pattern(optimized_pattern)
    );
    dictionary_encoding dict_enc (
        .pattern(optimized_pattern),
        .code(encoded_pattern)
    );
    run_length_encoding rle (
        .clk(clk),
        .reset(reset),
        .code(encoded_pattern),
        .run_length(run_length),
        .encoded_out(compressed_pattern)
    );
endmodule
`timescale 1ns / 1ps
module run_length_encoding(
input clk,
    input reset,
    input [3:0] code,        
    output reg [3:0] run_length,  
    output reg [3:0] encoded_out  
    );
    reg [3:0] prev_code;
    reg [3:0] count;
    always @(posedge clk or posedge reset) begin
        if (reset) begin
            prev_code <= 4'b0000;
            count <= 4'b0000;
        end
        else begin
            if (code == prev_code) begin
                count <= count + 1;
            end else begin
                run_length <= count;
                encoded_out <= prev_code;
                count <= 1;
                prev_code <= code;
            end
        end
    end
endmodule
`timescale 1ns / 1ps
module x_filling_optimization(
input [8:0] pattern,    
    output reg [8:0] optimized_pattern
    );
    always @(*) begin
        optimized_pattern = pattern;
        if (pattern[4] === 1'bx) optimized_pattern[4] = 1'b1;
        if (pattern[6] === 1'bx) optimized_pattern[6] = 1'b0;
    end
endmodule
```

==> impl_metrics.ini <==
; physical design summary
[outcome]
status = finished, final reports clean

[final_layout]
seqCellArea_um2 = 330
lay_top_cells = 16 x clkdlybuf4s50_1, 6 x dfrtp_1, 6 x edfxtp_1
area.combinational_um2 = 125
mostFrequentLayoutCell = clkdlybuf4s50_1
drive_above_1_share = 0.102
n_fill_cell = 495
syn2layout_area_growth_pct = 54.4
finalNonFillerCells = 103

[die]
pin_count = 19
rows = 25
design.core.area_um2 = 4660
dieArea_um2 = 7920
fp.dieH_um = 89
chipWidth_um = 89
fp_util = 0.102

[sta]
finalSetupViolCount = 0
drv_slew = 0
hold_slack_ns = 0.468
post-route-min-period_ns = 1.89
grt_setup_unrepaired = no
fmax_mhz = 529
min_period_over_period = 0.701
fin_worst_skew_ns = 0.00109
setup_tns_ns = 0
setup_slack_ns = 0.808
hold_viol_final = 0

[clock_network]
post_cts_buffers = 0
holdBufCountCts = 0
cts_root_buffer = clkbuf_8
cts_buffers = 3
cts_resized = 0
clock_latency_ns = 0.23
cts_tree = done
clkSinkCount = 12
cts_buffer_depth = 2
clkSlewWorstSetupHoldPaths_ns = 0.05
cts-htree-levels = 1

[drt]
drcViolationCount = 0
firstDrtPassIters = 4
via_per_inst = 2.96
drt_iter0_drc = 11
wire_per_inst_um = 8.12
drtAntennaViolNets = 0
n_antenna_cell = 0
wirelength_um = 836
num_vias = 305

[critical_path]
cp.buffers_inverters = 1
end_kind = flop
crit-reg2reg-launch = rle.prev_code[1]
crit_type = in -> reg
critPathMaxFanout = 6
rrSetupSlack_ns = 1.41
slowest_stage = clkdlybuf4s50_1
arrival_ns = 1.80
critical_path_cell_count = 4
rr_endpoint = rle.encoded_out[2]
ff2ff_path_depth = 3
cpLargestDelayFamily = simple AND/OR/NAND/NOR gates
startpoint_type = input pin
cp_data_required_time_ns = 2.61
slowest_delay_ns = 0.45
path_cells = clkdlybuf4s50_1, and4b_1, a21o_1, and3_1

[grt]
grt-ovfl-total = 0
grt_pass1_vias = 296
antenna_found_initial = 0
grtUsageTotal = 0.0198
grt_pass1_wl_um = 1320
grt_max_degree = 8

[logic_synthesis]
ys.flops = 12
syn-cell-area_um2 = 474
synth_warnings = 3
avgSynthCellArea_um2 = 15.3
ys_seq_share = 0.697
edf_count = 6
postSynth.asyncResetShare = 0.500
ys_cells = 31
yosys-stat-area_um2 = 474
yosys_most_used_dff = edfxtp_1
postSynthCellCount = 31
ys_types = 18

[place]
pre_cts_ws_ns = 0.571
routabilityCongestion = 0.681
place_inst = 99
io_buffers = 16

[hold_path]
min_to = rle.run_length[3]
holdCritStartpoint = rle.count[3]
hold_class = reg -> reg
min_path_cells = 0

[flow_run]
cap_violations = 0
log.warning_count = 27

[pwr]
cell_internal_pwr_w = 0.000329
p_clk_frac = 0.389
p_comb_frac = 0.092
p_per_area_nw_per_um2 = 557
peakVddDrop_uv = 123
p_seq_frac = 0.520
p_switching_w = 0.0000780
switching_share = 0.192
p_leak_nw = 0.281
==> worst max-delay path by stage <==
stage / from / endpoint / slack [ns]
global route: atpg_pattern[2] / rle.encoded_out[1] / 0.75
finish: atpg_pattern[0] / rle.encoded_out[2] / 0.81
CTS: atpg_pattern[2] / rle.encoded_out[1] / 0.81
==> final cells by class <==
class	instances	area share
clock buffers	3	0.0564
clock inverters	1	0.00513
inverters	1	0.00513
multi-input cells	16	0.171
flip-flops and latches	12	0.451
well taps	54	0.0923
repair buffers	16	0.219
==> metal layers <==
layer | part of all wire | routed length, um | track usage
met1 | 0.39 | 324 | 0.0221
met2 | 0.48 | 405 | 0.0366
met3 | 0.091 | 76 | 0.00184
met4 | 0.036 | 30 | 0.0101
met5 | 0 | 0 | 0
==> cell families (layout without fill, tap and decap cells) <==
group,count (synthesis),after routing,synth area share
flip-flops,12,12,0.697
AND/OR/NAND/NOR,7,7,0.119
AND-OR/OR-AND,5,5,0.0739
buffers and inverters,3,21,0.0396
XOR/XNOR,2,2,0.0369
adder cells (fa/ha/maj),1,1,0.0264
other,1,1,0.00791
==> synth_stat cells, drive strengths merged (2+ instances only) <==
| cell type | n | area share |
|---|---|---|
| nand2 | 2 | 0.016 |
| edfxtp | 6 | 0.38 |
| dfrtp | 6 | 0.32 |
| buf | 2 | 0.032 |
| a21oi | 2 | 0.021 |
==> registers in the layout (all words and copies together), names as in the netlist <==
signal           flops
rle.count            4
rle.encoded_out      2
rle.prev_code        2
rle.run_length       4
==> through the flow <==
stage                     power [W]  utilization  cell area [um2]
after floorplan            0.000229            -              474
after global placement     0.000251        0.147              687
after detailed placement   0.000253        0.147              687
after CTS                  0.000412        0.157              732
after global routing       0.000432        0.157              732
final                      0.000407        0.157              732
==> power by group through the flow <==
stage | clock, W | combinational [W] | sequential, W
4_1_cts | 0.000163 | 0.0000380 | 0.000212
5_1_grt | 0.000179 | 0.0000403 | 0.000213
6_report | 0.000158 | 0.0000374 | 0.000212
No activity file was given, so power comes from the tool's default toggle rates.
